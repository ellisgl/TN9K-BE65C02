==> ./config.mk <==
export PLATFORM = sky130hd
export DESIGN_NAME = clock_divider
export DESIGN_NICKNAME = clock_divider
export VERILOG_FILES = /design/flow/design.v
export SDC_FILE = /design/flow/constraint.sdc
export NUM_CORES = 4
export LEC_CHECK = 1
export CORE_AREA = 10 10 79 79
export DIE_AREA = 0 0 89 89
==> ./constraint.sdc <==
current_design clock_divider

set clk_period 1.5
set clk_io_pct 0.2

create_clock -name clk0 -period $clk_period [get_ports {clk_in}]

set non_clock_inputs [all_inputs -no_clocks]
set_input_delay [expr $clk_period * $clk_io_pct] -clock clk0 $non_clock_inputs
set_output_delay [expr $clk_period * $clk_io_pct] -clock clk0 [all_outputs]
==> ./design.v <==
`timescale 1ns / 1ps
`default_nettype none
module clock_divider #(
    parameter DIVISOR = 13   
) (
    input  wire clk_in,    
    output reg  clk_out    
);
    reg [31:0] counter;
    initial begin
        counter = 0;
        clk_out = 0;
    end
    always @(posedge clk_in) begin
        if (counter >= DIVISOR - 1) begin
            counter <= 0;
            clk_out <= ~clk_out;
        end else begin
            counter <= counter + 1;
        end
    end
endmodule
`default_nettype wire
==> ./run.sh <==
#!/bin/bash
# OpenROAD 26Q1-2900-gdf79404cd8, Yosys 0.63+post, stock flow scripts
make -C /OpenROAD-flow-scripts/flow DESIGN_CONFIG=/design/flow/config.mk WORK_HOME=/design/flow/orfs finish
==> results.cfg <==
; physical design summary
[status]
status = complete, no violations

[layout]
final_area_sq_um = 1120
instances_no_fill = 148
area_growth_pct = 31.5
drive_gt1_share_pct = 11.7
postLayoutCoreUtil_pct = 24.1

[power_and_ir_drop]
p_clk_share_pct = 40.1
comb_power_share_pct = 0.8
fin_total_pwr_mw = 1.58
p_seq_share_pct = 59.1
p_int_mw = 1.30
pwr_density_cell_nw_per_um2 = 1410
ir_worst_vdd_v = 0.000363
switching_share_pct = 17.9
p_leak_nw = 0.465
netSwitchingPower_uw = 284

[grt]
antenna_found_initial = 0
overflow = 0
grt_pass1_wl_um = 1610
track_usage_pct = 2.56
grt_pass1_vias = 429
grt_max_degree = 11

[floorplanning]
io_pins = 2
die_x_um = 89
die_h_um = 89
placement_rows = 25
coreArea_sq_um = 4660
dieArea_sq_um = 7920
initCoreUtil_pct = 18.3

[detailed_routing]
dr.pass1.iters = 4
avgRoutedWirePerCell_um = 5.75
viasPerCell = 2.82
n_antenna_cell = 0
ant_nets = 0
drcViolationCount = 0
drtIter0Drc = 13
wirelength_um = 851
vias = 417

[clocking]
cts_resized = 0
hold_buffers = 0
clk_latency_ns = 0.27
cts.sinks = 33
cts_buffer_depth = 2
root_buffer = clkbuf_8
cts.clk_slew.worst_paths_ns = 0.06
cts_tree = yes
h-tree-depth = 2
cts_made_buffers = 5
post_cts_buffers = 0

[yosys]
ys_top_cells_by_area = dfxtp_1 (75%), nor4_2 (5.9%), edfxtp_1 (3.5%)
synth_seq_share_pct = 78.5
synth_top_area_share_pct = 75.0
ys_types = 15
ys_chip_area_sq_um = 855
syn_area_per_cell_sq_um = 14.7
synth_area_leader_cell = dfxtp_1
ys_seq_elements = 33
synthesis.instances = 58
syn-cell-area_sq_um = 855
yosys_warnings = 1
ys_cells = 58

[place]
place_hpwl_um = 600
placedCellCount = 140
dp_worst_setup_slack_ns = 0.173
postPlaceCellArea_sq_um = 1030
port_buffers = 1
routabilityCongestion = 0.769

[hold_path]
worstHoldStart = counter[0]$_SDFF_PP0_
hold_path_class = reg -> reg

[critical_path]
cpLargestDelayFamily = simple AND/OR/NAND/NOR gates
cp_cell_sequence = nor4_1 > nand4_1 > or2_1
setup.worst_path.start = counter[5]$_SDFF_PP0_
cp_max_fo = 5
rr_startpoint = counter[5]$_SDFF_PP0_
cp_data_required_time_ns = 1.54
cp.arrival_ns = 1.41
crit_type = reg -> reg
slowest_stage = nor4_1
cp_num_buf_inv = 0
critical-path-max-stage-delay_ns = 0.33
cp-end-kind = flop
start_kind = flop

[flow_run]
drv_cap = 0
warnings = 27

[final_timing]
rsz0062_at_grt = no
fmax_ghz = 0.726
finalSetupViolations = 0
holdWs_ns = 0.501
timing.final.crit_share_pct = 91.8
finalHoldViolations = 0
slew_violations = 0
skew_ns = 0.00604
post-route-min-period_ns = 1.38
setup_slack_ns = 0.123
setup-tns-final_ns = 0
[kinds of logic (layout without fill, tap and decap cells)]
kind of cell               Yosys count  in the layout  synth area share [%]
buffers and inverters                4             13                  1.76
other                                1             28                 0.439
xor gates and xnor gates             2              2                  2.05
and+or+nand+nor                     16             16                  14.3
adders and majority gates            2              2                  2.93
DFF                                 33             33                  78.5
[path summary, 6_finish.rpt]
kind,to,cells past startpoint,slack (ns)
hold / removal,counter[0]$_SDFF_PP0_,1,0.50
setup / recovery,clk_out$_DFFE_PP_,3,0.12
hold reg to reg,counter[0]$_SDFF_PP0_,1,0.50
setup reg to reg,clk_out$_DFFE_PP_,3,0.12
[cell usage in the layout (no fill, tap or decap)]
| cell | n |
|---|---|
| xnor2_1 | 1 |
| dfxtp_1 | 32 |
| ha_1 | 2 |
| clkdlybuf4s50_1 | 1 |
| conb_1 | 28 |
| clkbuf_1 | 2 |
| nor4_1 | 3 |
| nand3_1 | 1 |
| nand2_1 | 1 |
| nor3_1 | 4 |
| clkbuf_8 | 6 |
| inv_1 | 4 |
| edfxtp_1 | 1 |
| or2_1 | 1 |
| nand4_1 | 1 |
| nor4_2 | 4 |
| nand4_2 | 1 |
| xor2_1 | 1 |
[sequential cells by signal, summed over array words and instances, names as in the netlist]
register  flops
clk_out       1
counter      32
[layout make-up]
cell class | count | area (sq um)
Multi-Input combinational cell | 48 | 270
Fill cell | 469 | 3540
Inverter | 4 | 15.0
Clock buffer | 8 | 90.1
Timing Repair Buffer | 1 | 10.0
Tap cell | 54 | 67.6
Sequential cell | 33 | 671
[routing by layer]
metal	GRT usage, %	wire length (um)	vias to the layer above
li1	-	-	239
met1	2.68	392	169
met2	4.26	376	7
met3	1.29	49	2
met4	1.16	33	0
met5	0	0	-
[synth_stat cells]
cell and instances:
dfxtp_1 32, inv_1 4, nor3_1 4, nor4_2 4, nor4_1 3, ha_1 2
conb_1 1, edfxtp_1 1, nand2_1 1, nand3_1 1, nand4_1 1, nand4_2 1
or2_1 1, xnor2_1 1, xor2_1 1
[power groups by stage]
stage         registers, mW  clock network (mW)  logic [mW]
finish                0.935               0.634      0.0124
global route          0.939               0.686      0.0166
CTS                   0.936               0.650      0.0130
